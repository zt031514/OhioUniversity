<file path="/design/flow/config.mk">
export PLATFORM = sky130hd
export DESIGN_NAME = Mux32Bit2To1
export DESIGN_NICKNAME = Mux32Bit2To1
export VERILOG_FILES = /design/flow/design.v
export SDC_FILE = /design/flow/constraint.sdc
export NUM_CORES = 4
export LEC_CHECK = 1
export CORE_AREA = 10 10 71 71
export DIE_AREA = 0 0 81 81
</file>
<file path="/design/flow/constraint.sdc">
current_design Mux32Bit2To1

set clk_period 1.0
set clk_io_pct 0.2

create_clock -name clk0 -period $clk_period

set non_clock_inputs [all_inputs -no_clocks]
set_input_delay [expr $clk_period * $clk_io_pct] -clock clk0 $non_clock_inputs
set_output_delay [expr $clk_period * $clk_io_pct] -clock clk0 [all_outputs]
</file>
<file path="/design/flow/design.v">
`timescale 1ns / 1ps
module Mux32Bit2To1(a, b, op, result);
input [31:0] a, b;  
input op;  
output [31:0] result;  
reg [31:0] result;
always @(a or b or op)
begin
	case(op)
		1'b 0: begin
			result = a;
		end
		1'b 1: begin
			result = b;
		end	
	endcase 
end
endmodule
</file>
<file path="/design/flow/run.sh">
#!/bin/bash
# OpenROAD 26Q1-2900-gdf79404cd8, Yosys 0.63+post, stock flow scripts
make -C /OpenROAD-flow-scripts/flow DESIGN_CONFIG=/design/flow/config.mk WORK_HOME=/design/flow/orfs finish
</file>
==> impl_metrics.tcl <==
# flow metrics
set metrics [dict create \
    outcome "finished, violations left" \
    failed_checks "setup timing" \
    row_count 22 \
    period_minus_slack_ns 1.091 \
    synthToLayoutAreaGrowth_pct 192.6 \
    fmax_mhz 916.8 \
    routedWlPerCell_um 16.02 \
    setup_slack_ns -0.09077 \
    rsz0062_at_grt "yes" \
    tightest_slew_ns 0.1105 \
    ir_drop_mv 0.1696 \
    required_ns 0.80 \
    num_vias 706 \
    report.final.slew_viol_count 0 \
    viasPerCell 3.837 \
    dp_slack_ns -0.5194 \
    p_leak_uw 0.0008596 \
    avgSynthCellArea_um2 15.12 \
    cp_max_fo 8 \
    synth_seq_share_pct 0 \
    ys_cells 36 \
    chipArea_um2 6561 \
    seqCellArea_um2 0 \
    stdcell_count 184 \
    cp-start-kind "input port" \
    fillerInstances 369 \
    path_class "in -> out" \
    gp_congestion 0.8093 \
    hpwl_um 2534 \
    crit_path_end_kind "output pin" \
    drive_gt1_share_pct 52.94 \
    antenna_cells 0 \
    coreArea_um2 3633 \
    dieHeight_um 81 \
    port_buffers 97 \
    whs_ns 0.7699 \
    warning_count 34 \
    worst_ep_arrival_time_ns 0.89 \
    antenna_found_initial 0 \
    ys_types 4 \
    p_per_area_nw_per_um2 396.8 \
    synth_area_um2 544.3 \
    drt-initial-drc-count 7 \
    slew_headroom_pct 92.63 \
    hold_viol_final 0 \
    flops 0 \
    finalSetupViolations 31 \
    grt_pass1_vias 787 \
    fp.dieW_um 81 \
    finalClockPeriodUsage_pct 109.1 \
    max-cap-violations 0 \
    yosys_warnings 1 \
    place_inst 180 \
    ant_nets 0 \
    hp-class "in -> out" \
    synthCells 36 \
    yosys_area_um2 544.3 \
    grt_pass1_wl_um 4181 \
    ios 97 \
    gr-total-overflow 0 \
    grt_max_degree 9 \
    grtUsageTotal_pct 8.085 \
    wl_um 2948 \
    drc 0 \
    drt_pass1_iterations 2 \
    fp_util_pct 14.98 \
    clock_buffers 0 \
]
==> worst paths after layout <==
| kind | cells after the start | startpoint | end | slack [ns] |
|---|---|---|---|---|
| max | 4 | op | result[25] | -0.09 |
| min | 3 | b[29] | result[29] | 0.77 |
==> through the flow <==
step | power, uW | setup TNS [ns] | utilization [%] | instance area, um2
finish | 632.0 | -2.608 | 43.84 | 1593
global route | 676.0 | -3.156 | 43.84 | 1593
CTS | 603.6 | -2.744 | 42.08 | 1529
detailed placement | 662.4 | -15.94 | 42.56 | 1546
global placement | 659.3 | -15.91 | 42.56 | 1546
floorplan | 206.3 | 0 | - | 544.3
==> Yosys cell counts, drive strengths merged <==
master	instances	area share, %
buf	4	13
mux2	32	87
==> repair_timing <==
item                                    4_1_cts  5_1_grt
resized                                     185       11
endpoints found under the setup margin       32       32
hold buffers                                  0        0
buffers inserted                              0        0
cloned                                        4        0
==> power by group <==
part / total [uW] / internal (uW) / switching (uW)
registers: 0 / 0 / 0
logic: 632 / 490 / 142
clock network: 0 / 0 / 0
==> worst max-delay path: stages <==
cell    delay [ns]
buf_16        0.14
buf_16        0.14
mux2_4        0.30
buf_6         0.11
==> layout by cell type (no fill, tap or decap) <==
cell type / instances
buf_16: 5
buf_12: 2
buf_6: 23
dlygate4sd2_1: 62
clkdlybuf4s15_1: 2
buf_4: 1
buf_2: 9
mux2_4: 32
==> kinds of logic after synthesis <==
logic type | Yosys count | synth area share [%]
mux | 32 | 86.90
buf+inv | 4 | 13.10
==> per-layer routing <==
layer / up-vias / track usage, % / wire length (um)
li1: 341 / - / -
met1: 315 / 9.483 / 1107
met2: 50 / 14.41 / 1493
met3: 0 / 3.229 / 347
met4: 0 / 0 / 0
met5: - / 0 / 0
==> area by class of cell <==
class / instances / area (um2) / area share, %
Timing Repair Buffer: 104 / 1052 / 66.06
Tap cell: 48 / 60.06 / 3.771
Multi-Input combinational cell: 32 / 480.5 / 30.16
Power is estimated from default activity; no workload was simulated.
