==> flow/design.v <==
`timescale 1ns / 1ps
module RegisterFile(ReadRegister1, ReadRegister2, WriteRegister, WriteData, RegWrite,
Clk, ReadData1, ReadData2);
input [4:0] ReadRegister1, ReadRegister2;  
input [4:0] WriteRegister;  
input [31:0] WriteData;  
input RegWrite;  
input Clk;  
output [31:0] ReadData1, ReadData2;
reg [31:0] ReadData1, ReadData2;
reg [31:0] Registers [0:31];  
initial
begin
		Registers[0] <= 32'h00000000;
		Registers[1] <= 32'hAAAAAAAA;
		Registers[2] <= 32'hBBBBBBBB;
		Registers[3] <= 32'h00000000;
		Registers[4] <= 32'h00000000;
		Registers[5] <= 32'h00000000;
		Registers[6] <= 32'h00000000;
		Registers[7] <= 32'h00000000;
		Registers[8] <= 32'h00000000;
		Registers[9] <= 32'h00000000;
		Registers[10] <= 32'h00000000;
		Registers[11] <= 32'h00000000;
		Registers[12] <= 32'h00000000;
		Registers[13] <= 32'h00000000;
		Registers[14] <= 32'h00000000;
		Registers[15] <= 32'h00000000;
		Registers[16] <= 32'h00000000;
		Registers[17] <= 32'h00000000;
		Registers[18] <= 32'h00000000;
		Registers[19] <= 32'h00000000;
		Registers[20] <= 32'h00000000;
		Registers[21] <= 32'h00000000;
		Registers[22] <= 32'h00000000;
		Registers[23] <= 32'h00000000;
		Registers[24] <= 32'h00000000;
		Registers[25] <= 32'h00000000;
		Registers[26] <= 32'h00000000;
		Registers[27] <= 32'h00000000;
		Registers[28] <= 32'h00000000;
		Registers[29] <= 32'h00000000;
		Registers[30] <= 32'h00000000;
		Registers[31] <= 32'h00000000;
end
always @(posedge Clk)
begin
	if	(RegWrite ==1)
		begin
			Registers[WriteRegister] <= WriteData;
		end
end
always @(negedge Clk)
	begin
		ReadData1 <= Registers[ReadRegister1];
		ReadData2 <= Registers[ReadRegister2];
	end
endmodule
==> flow/run.sh <==
#!/bin/bash
# OpenROAD 26Q1-2900-gdf79404cd8, Yosys 0.63+post, stock flow scripts
make -C /OpenROAD-flow-scripts/flow DESIGN_CONFIG=/design/flow/config.mk WORK_HOME=/design/flow/orfs finish
==> flow/config.mk <==
export PLATFORM = sky130hd
export DESIGN_NAME = RegisterFile
export DESIGN_NICKNAME = RegisterFile
export VERILOG_FILES = /design/flow/design.v
export SDC_FILE = /design/flow/constraint.sdc
export NUM_CORES = 4
export LEC_CHECK = 1
export CORE_UTILIZATION = 50
==> flow/constraint.sdc <==
current_design RegisterFile

set clk_period 5.0
set clk_io_pct 0.2

create_clock -name clk0 -period $clk_period [get_ports {Clk}]

set non_clock_inputs [all_inputs -no_clocks]
set_input_delay [expr $clk_period * $clk_io_pct] -clock clk0 $non_clock_inputs
set_output_delay [expr $clk_period * $clk_io_pct] -clock clk0 [all_outputs]
==> Changelog: implementation <==
### Changed

- Outcome: finished, final reports clean
- Root buffer cell: clkbuf_16
- # clock sinks: 1,088
- PD cells: 348 mW/mm^2
- Max incr delay on CP: about 0.42 ns
- First-pass GRT wire length: roughly 230 mm
- LEAKAGE: 23.2 nW
- RSZ-0062 raised after global routing: no
- Post-synth seq share: 0.640
- Fin. Hold Viols: 0
- Clk ins delay skew pair: between 0.7 and 0.8 ns
- Clock transition at path regs: roughly 0.050 ns
- Initial antenna violation count: 7
- DRT Wirelength: ~160 mm
- Post-DRT Antenna Nets: 0
- Synth-to-layout area growth: 20.2%
- TritonCTS buffer count: 113
- Total power: between 20 and 25 mW
- Full die area: about 0.10 mm^2
- Vias in the first global route: 34,400
- Final setup fails: 0
- Die height: between 300 and 400 um
- Crit start category: flop
- H-Tree Level Count: 3
- Endpoint class of the critical path: output pin
- Worst Path Required: ~4.0 ns
- Share of cells above drive strength 1: 0.169
- Mapped Area: ~0.050 mm^2
- Worst Path Max Fanout: 1
- # DRC: 0
- Unique cell types: 25
- Chip Width: roughly 320 um
- Top cells, area: edfxtp_1, mux2i_1, a22oi_1
- Crit Path Class: flop to output pin
- Slew margin rel.: 0.325
- Final slew viol count: 0
- VDD IR max: between 0.0002 and 0.0003 V
- Tool warning count: 90
- Maxcap violations: 0
- Core Area: 0.0989 mm^2
- Synth Warn #: 1
- Fp_density: 0.507
- First-pass DRT Iterations: 5
- Row count: 115
- Total track usage: 0.344
- CTS Buffer Depth: 3
- Placer Congestion: around 0.95
- Area leader, netlist: edfxtp_1
- Mean Syn Cell Area: 14.5 um^2
- Vias per inst: between 6 and 7
- Post-synth regs: around 1,100
- Final std cells w/o fill: around 5,300
- Post-Synthesis Cells: approximately 3,500
- Global route overflow: 0
- CTS tree: built
- Final HPWL DP: 98.9 mm
- # port buffers: 112
- CP cell instances: dlygate4sd2_1
- I/O pin count: approximately 110
- Largest net degree at the start of global routing: ~45
- Largest delay contributor family on the critical path: flip-flops
- Dominant cell area share: 0.614
- WL per Instance: 30.1 um
- Crit-path slowest cell: dfxtp_1
- Clock Skews: between 0.015 and 0.02 ns
- Yosys stat cell total: roughly 3,500
- Most frequent cells in the layout: edfxtp_1, mux2i_1, buf_4, nand3_1, nand2_1
- Yosys chip area: approximately 0.050 mm^2
- Starting DRT DRC Count: approximately 2,400
- WP data arrival: 3.99 ns
- Hold crit path type: input port to flop
- Worst Path Buf+Inv: 1
- Worst slew pin tran: ~1.0 ns
- DR vias: between 30,000 and 40,000
- Dpl cells: ~5,000
[registers in the layout, summed over array words and instances, names as in the netlist]
register,cells
ReadData1,32
Registers,1024
ReadData2,32
[area by class of cell]
type	count	area, um^2
Antenna cell	2	5.00
Clock inverter	135	868
Multi-Input combinational cell	2109	16800
Fill cell	7129	38600
Timing Repair Buffer	515	5660
Clock buffer	144	3170
Tap cell	1287	1610
Sequential cell	1088	32100
[layer usage]
metal / part of all wire / global-route usage / wire [um]
met5: 0.00082 / 0.00757 / 131
met4: 0.044 / 0.111 / 6990
met3: 0.15 / 0.213 / 24500
met2: 0.45 / 0.489 / 71600
met1: 0.35 / 0.462 / 55700
[what timing repair did]
action / in CTS / in global routing
resized: 102 / 7
hold buffers: 0 / 0
setup buffers: 0 / 0
endpoints found under the setup margin: 56 / 5
[power by group]
group,internal [mW],switching (mW)
Clock,5.06,3.66
Sequential,10.2,0.117
Combinational,0.854,1.10
Total,16.1,4.88
[synthesized netlist by cell type]
cell      instances
a22oi_1         192
buf_1             4
or2_2             2
clkbuf_1         84
inv_1             1
or3b_2            3
a31oi_1          64
edfxtp_1       1024
nor2_1           35
buf_2            69
nand2_1         195
a21oi_1         192
mux2i_1        1024
nand2b_1          4
nand3_1         194
nor2b_1           4
buf_4            47
nor3_1           64
dfxtp_1          64
clkbuf_4          4
a22o_1          128
buf_6            45
and2_1            2
or3_1             1
nand3b_1          5
[worst paths after layout]
kind	slack, ns	depth (start not counted)	startpoint	to
setup reg to reg	1.11	5	Registers[5][9]	ReadData1[9]
hold reg to reg	3.12	4	Registers[25][23]	ReadData1[23]
setup / recovery	0.01	1	ReadData2[11]	ReadData2[11]
hold / removal	1.10	1	WriteData[12]	Registers[0][12]
[through the flow]
step	setup TNS [ns]	setup WS (ns)	utilization	hold WS, ns	area, um^2
finish	0	0.0119	0.609	1.10	60200
detailed placement	-25.26	-0.601	0.568	1.80	56100
global route	0	0.00157	0.609	1.10	60200
CTS	0	0.00309	0.609	1.07	60200
floorplan	0	0.299	-	1.10	50100
global placement	-24.95	-0.576	0.568	1.77	56100
[kinds of logic after synthesis]
logic type             share of synthesized area
DFF                                        0.640
muxes                                      0.205
AOI/OAI and AO/OA                         0.0784
and+or+nand+nor                           0.0459
buffers and inverters                     0.0313
Power figures rest on the tool's default switching activity, not on a simulated workload.
